==> flow/design.v <==
 module apb_slave(
    input                   pclk,
    input                   preset_n,       
    input                   psel,           
    input                   penable,        
    input                   pwrite,         
    input wire[31:0]        paddr,          
    input wire[31:0]        pwdata,         
    input[1:0]              p_strobe,
    input                   u_busy,
    output wire [31:0]      pwdata_out,
    output wire [31:0]      prdata_out,
    output reg              dv,
    output reg              pready       
);
  reg [7:0] pready_counter = 8'b0;  
  reg [1:0] s_state = 2'b00;     
  reg [31:0] data_latch;
  reg [31:0] temp;
  parameter IDLE  = 2'b00;
  parameter WRITE = 2'b01;
  parameter READ  = 2'b10;
  always @(posedge pclk or negedge preset_n) begin
    if (~preset_n) begin
      s_state <= IDLE;
      pready <= 1'b0;
    end else begin
      case (s_state)
        IDLE: begin
          dv <= 0;
          pready <= 0;
          if (penable && pwrite) begin
            s_state <= WRITE;
          end else if (penable && ~pwrite) begin
            s_state <= READ;
          end
        end
        WRITE: begin
            if (psel && penable && pwrite && (pready_counter == 0) && !u_busy) begin
                case (p_strobe)
                    2'b00: data_latch[7:0] <= pwdata[7:0];  
                    2'b01: data_latch[15:0] <= pwdata[15:0];  
                    2'b10: data_latch[23:0] <= pwdata[23:0];  
                    2'b11: data_latch[31:0] <= pwdata[31:0];  
                endcase
                dv <= 1;
                pready <= 1'b1;
                s_state <= IDLE;
                pready_counter <= 1;  
            end else if (!psel || !penable || !pwrite) begin
                s_state <= IDLE;
                pready_counter <= 0;  
            end else if (pready) begin
                pready_counter <= pready_counter + 1;  
            end
        end
               READ: begin
            dv <= 1'b0;
            if (psel && penable && ~pwrite) begin
                case (p_strobe)
                    2'b00: temp <= data_latch[7:0];  
                    2'b01: temp <= data_latch[15:0];  
                    2'b10: temp <= data_latch[23:0];  
                    2'b11: temp <= data_latch[31:0];  
                endcase
                pready <= 1'b1;
                s_state <= IDLE;
            end
        end
      endcase
    end
  end
  assign prdata_out = temp;
  assign pwdata_out = data_latch;
endmodule
==> flow/run.sh <==
#!/bin/bash
# OpenROAD 26Q1-2900-gdf79404cd8, Yosys 0.63+post, stock flow scripts
make -C /OpenROAD-flow-scripts/flow DESIGN_CONFIG=/design/flow/config.mk WORK_HOME=/design/flow/orfs finish
==> flow/config.mk <==
export PLATFORM = sky130hd
export DESIGN_NAME = apb_slave
export DESIGN_NICKNAME = apb_slave
export VERILOG_FILES = /design/flow/design.v
export SDC_FILE = /design/flow/constraint.sdc
export NUM_CORES = 4
export LEC_CHECK = 1
export CORE_UTILIZATION = 30
==> flow/constraint.sdc <==
current_design apb_slave

set clk_period 8.9
set clk_io_pct 0.2

create_clock -name clk0 -period $clk_period [get_ports {pclk}]

set non_clock_inputs [all_inputs -no_clocks]
set_input_delay [expr $clk_period * $clk_io_pct] -clock clk0 $non_clock_inputs
set_output_delay [expr $clk_period * $clk_io_pct] -clock clk0 [all_outputs]
==> GITHUB_STEP_SUMMARY <==
## Implementation flow summary

| Metric | Value |
|---|---|
| Dpl cells | 399 |
| Core area | 9240 µm² |
| Vias in the first global route | 1,634 |
| Max cap viols | 0 |
| Hold path depth | 0 |
| Yosys Instances | 163 |
| Area growth from synthesis to layout | 50.9% |
| Mean area per synthesized cell | 17.5 µm² |
| Via density | 4.13 |
| ANT cells | 0 |
| Setup Viol. Count Final | 0 |
| Pleak | 1.50 nW |
| DP HPWL | 3.83 mm |
| Die Ht | 99.6 µm |
| Hold Buf Count CTS | 0 |
| Total number of vias | 1,712 |
| Cells after synthesis | 163 |
| Drt wl/cell | 12.8 µm |
| Placed Instance Area | 4090 µm² |
| Met2 global-route usage | 16.9% |
| Share of cells above drive strength 1 | 9.44% |
| Core Util, Final | 46.6% |
| Yosys warns | 1 |
| WHS Endpoint | temp[0] |
| Main area contributors after synthesis | edfxtp_1, dfrtp_1, ha_1, and3_1, and2_1 |
| Post-synth top flop | edfxtp_1 |
| DRC | 0 |
| Hold Vio Cnt, Final | 0 |
| Sequential-to-total area share from yosys stat | 79.4% |
| Log Warnings | 61 |
| Worst-margin pin slew | 0.699 ns |
| FF-to-FF End | data_latch[25] |
| Worst r2r src | pready_counter[0] |
| Area leader, netlist | edfxtp_1 |
| Worst R2R Setup Slack | 6.73 ns |
| Pre-antenna DRT Iters | 4 |
| Total CTS buffers | 9 |
| H-tree depth | 3 |
| Fin area | 4310 µm² |
| Post-Route WL | 5.33 mm |
| Worst path max stage delay | 0.57 ns |
| CTS Buffer Depth | 2 |
| Finished Layout Cells | 415 |
| Unique cell types | 29 |
| Post-synth regs | 76 |
| Fmax | 285 MHz |
| Clock slew at reported path FFs | 0.08 ns |
| Clk latency late pin | 0.34 ns |
| Slowest CP cell | clkdlybuf4s50_1 |
| Req. time, crit path | 8.91 ns |
| Post-cts sizing count | 0 |
| VDD IR max | 113 µV |
| Crit. End Element | register |
| Setup tns final | 0 ns |
| Post-synth EDFFs | 73 |
| Grt met1 use | 18.3% |
| Fin crit share | 39.5% |
| Largest net degree at the start of global routing | 33 |
| Initial antenna violation count | 0 |
| All-Layer GR Usage | 11.5% |
| Critical path arrival | 3.53 ns |
| Antenna Violating Nets Remaining | 0 |
| Pwr dens | 186 nW/µm² |
| Starting DRT DRC Count | 30 |
| Remaining Overflow, GRT | 0 |
| Post-Syn Area | 2860 µm² |
| Rows | 35 |
| Die X | 99.6 µm |
| Crit Path Max Fanout | 10 |
| Dominant cell area share | 76.8% |
| Status | finished, final reports clean |
| Clk sinks | 76 |
| RSZ-0062 raised after global routing | false |
| Chip area | 9910 µm² |
| Gr busiest metal | met1 |
| Critical path launch point type | primary input |
| M3 GR Usage | 3.50% |
| Worst Path Class, Setup | in2reg |
| Post-synth ARST share | 3.95% |
| First-pass GRT wire length | 8.36 mm |
| Root buf cell | clkbuf_8 |
| Post-CTS Setup Inserts | 0 |
| Final Slew Violations | 0 |
| Total Power | 0.000800 W |
| Summed standard-cell area reported by yosys | 2860 µm² |
| CTS tree | yes |
| Rel. slew slack | 53.2% |
| Final Skew | 0.0105 ns |
| I/O pin cnt | 138 |
| Crit path time final | 3.51 ns |
| Port Buffers | 105 |
| Hold wc startpoint | data_latch[0] |
| Crit-path cells | clkdlybuf4s50_1 -> nand3_1 -> nand3b_1 -> nor2_1 -> buf_4 -> and3_1 |
| Pre-Place Util | 30.9% |
| Worst Hold Class | reg2reg |
| Gpl congestion | 0.755 |
| Worst R2R Path Depth | 7 |
==> worst max-delay path, delay by kind of cell <==
kind / cells / cell delay [ns]
buf+inv: 2 / 0.77
simple gates: 4 / 0.97
==> flip-flops by register name, indices dropped and copies added, names as in the netlist <==
name / flops
s_state: 2
temp: 32
pready: 1
pready_counter: 8
dv: 1
data_latch: 32
==> layout make-up <==
class                           instances  area, µm²
Clock buffer                           10        128
Clock inverter                          6       88.8
Fill cell                             794       4930
Inverter                                5       18.8
Multi-Input combinational cell         81        571
Sequential cell                        76       2270
Tap cell                              129        161
Timing Repair Buffer                  108       1070
==> cell families (layout without fill, tap and decap cells) <==
family                     Yosys count  count (layout)  synth area share (%)
AOI/OAI and AO/OA                   11              11                  2.54
DFF                                 76              76                  79.4
adders and majority gates            6               6                  2.63
buffers and inverters                6             129                 0.789
and+or+nand+nor                     56              56                  11.8
muxes                                3               3                  1.27
xor gates and xnor gates             5               5                  1.53
==> worst max path at each step <==
stage        from             end  slack (ns)  depth (start not counted)
4_1_cts   penable  data_latch[25]        5.39                          6
5_1_grt   penable  data_latch[24]        5.18                          6
6_report  penable  data_latch[25]        5.39                          6
==> metal layers <==
metal  wire length [µm]  up-vias  share of wire, %
met1               2370      786                45
met5                  0        -                 0
met3                451        7               8.5
li1                   -      841                 -
met4                 66        0               1.2
met2               2440       78                46
==> power by group <==
part	switching, W	total (W)	internal [W]
sequential	0.0000113	0.000421	0.000409
clock	0.000125	0.000283	0.000158
combinational	0.0000381	0.0000972	0.0000591
total	0.000174	0.000800	0.000626
==> synthesized netlist by cell type, types with 2 or more instances <==
library cell and count:
inv_1 5, and2_1 9, nor2_1 12, nand3_1 3, a21oi_1 4, xor2_1 2
edfxtp_1 73, dfrtp_1 3, nor2b_1 8, and3_1 10, nor3_1 3, ha_1 6
nand3b_1 2, xnor2_1 3, nand2_1 5, o21ai_0 2
==> layout by cell type (no fill, tap or decap), drive strengths merged, types with 3 or more instances in the layout <==
cell,instances
nor2b,8
nand2,5
nand3,3
inv,5
clkdlybuf4s50,105
and2,10
nor2,12
ha,6
edfxtp,73
and3,10
dfrtp,3
a21oi,5
buf,3
xnor2,3
nor3,3
clkbuf,10
==> metrics by stage <==
| stage | worst slack [ns] | hold WS [ns] |
|---|---|---|
| after floorplan | 4.38 | 0.400 |
| after global placement | 5.01 | 0.432 |
| after detailed placement | 5.00 | 0.433 |
| after CTS | 5.39 | 0.434 |
| after global routing | 5.18 | 0.447 |
| final | 5.39 | 0.434 |
Power is estimated from default activity; no workload was simulated.
