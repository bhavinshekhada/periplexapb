[design.v]
module fifo#(
    parameter DWIDTH = 32,
    parameter ADEPTH =  5)(
    input  wire                  CLK,
    input  wire                  RST,
    input  wire                  WR_EN,
    input  wire [(DWIDTH - 1):0] DIN,
    output wire                  FULL,
    input  wire                  RD_EN,
    output wire [(DWIDTH - 1):0] DOUT,
    output wire                  EMPTY
    );
    reg [ADEPTH:0] wr_ptr, rd_ptr=0;
    wire wrap_around, comp;
    assign wrap_around = wr_ptr[ADEPTH] ^ rd_ptr[ADEPTH];
    assign comp  = (wr_ptr[(ADEPTH - 1):0] == rd_ptr[(ADEPTH - 1):0]) ? 1'h1 : 1'h0;
    assign FULL = comp & wrap_around;
    assign EMPTY = (wr_ptr == rd_ptr) ? 1'h1 : 1'h0;
    sram#(
        .DWIDTH(DWIDTH),
        .AWIDTH(ADEPTH)) 
    sram1(
        .CLKA  (CLK),
        .ENA   (WR_EN & (~FULL)),
        .WEA   (WR_EN),
        .ADDRA (wr_ptr[(ADEPTH - 1):0]),
        .DINA  (DIN),
        .CLKB  (CLK),
        .ENB   (RD_EN & (~EMPTY)),
        .ADDRB (rd_ptr[(ADEPTH - 1):0]),
        .DOUTB (DOUT)
    );
    always @(posedge CLK or negedge RST) begin
        if (~RST) wr_ptr <= 0;
        else      wr_ptr <= (WR_EN & (~FULL)) ? (wr_ptr + 1'h1) : wr_ptr;
    end
    always @(posedge CLK or negedge RST) begin
        if (~RST) rd_ptr <= {(ADEPTH + 1){1'h0}};
        else      rd_ptr <= (RD_EN & (~EMPTY)) ? (rd_ptr + 1'h1) : rd_ptr;
    end
endmodule
module sram#(
    parameter DWIDTH = 32,
    parameter AWIDTH =  5)(
    input  wire CLKA,
    input  wire ENA,
    input  wire WEA,
    input  wire [(AWIDTH - 1):0] ADDRA,
    input  wire [(DWIDTH - 1):0] DINA,
    input  wire CLKB,
    input  wire ENB,
    input  wire [(AWIDTH - 1):0] ADDRB,
    output wire [(DWIDTH - 1):0] DOUTB
    );
    reg     [(DWIDTH - 1):0] memory[((1 << AWIDTH) - 1):0];
    reg     [(DWIDTH - 1):0] b_reg;
    integer                  i;
    assign DOUTB = b_reg;
    initial begin
        for(i = 0;i < (1 << AWIDTH); i = i + 1)
            memory[i] <= {DWIDTH{1'h0}};
        b_reg <= {DWIDTH{1'h0}};
    end
    always @(posedge CLKA) begin
        if (ENA) begin
            if (WEA) memory[ADDRA] <= DINA;
        end
    end
    always @(posedge CLKB) begin
        if (ENB) b_reg <= memory[ADDRB];
    end
endmodule
[run.sh]
#!/bin/bash
# OpenROAD 26Q1-2900-gdf79404cd8, Yosys 0.63+post, stock flow scripts
make -C /OpenROAD-flow-scripts/flow DESIGN_CONFIG=/design/flow/config.mk WORK_HOME=/design/flow/orfs finish
[config.mk]
export PLATFORM = sky130hd
export DESIGN_NAME = fifo
export DESIGN_NICKNAME = fifo
export VERILOG_FILES = /design/flow/design.v
export SDC_FILE = /design/flow/constraint.sdc
export NUM_CORES = 4
export LEC_CHECK = 1
export CORE_UTILIZATION = 30
[constraint.sdc]
current_design fifo

set clk_period 37.4
set clk_io_pct 0.2

create_clock -name clk0 -period $clk_period [get_ports {CLK}]

set non_clock_inputs [all_inputs -no_clocks]
set_input_delay [expr $clk_period * $clk_io_pct] -clock clk0 $non_clock_inputs
set_output_delay [expr $clk_period * $clk_io_pct] -clock clk0 [all_outputs]
==> results.txt <==
flow finished, numbers: Final Setup Violations 0, vias in the first global route around 20000, DRT Wirelength between 90000 and 100000 um, Hold Worst Slack between 0.4 and 0.5 ns, CP required 29.92 ns, period utilisation layout roughly 28%, FP Util about 30%, slowest stage delay, CP ~0.7 ns, Hold Fails Final Rpt 0, design area around 47000 um2, post-CTS resize count 0, crit path kind flop to output pin, Post-Route Utilization between 30% and 40%, # IOs approximately 70, Port Buf Inserts ~69, max_slew headroom about 44%, initial DRC count around 1100, Max Clock Skew 0.0325 ns, Bufs on Longest Clock Path 3, Site Rows between 100 and 150, overall power 3.42 mW, Die ar. 134000 um2, CTS tree built, Registers, synthesis around 1100, max FFs per register slightly above 1000, gr usage total around 15%, Max VDD drop 0.0438 mV, Antenna diodes 0, Slowest-stage cell, CP dfrtp_4, Leak 14.2 nW, CTS Hold Bufs 0, PwrDens between 70 and 80 nW/um2, Post-Syn Area roughly 40000 um2, vias per cell roughly 5, global-route wire length before repair between 100000 and 150000 um, max_cap viols 0, Clock Root Buffer clkbuf_16, clk latency late pin ~0.67 ns, initial antenna violation count 2, crit end category output pin, routability congestion estimate a little under 0.9, CTS clk-pin slew, worst paths 0.06 ns, Async SR Flop Fraction approximately 1.1%, Synth warnings 2, drt first pass iters 5, core region area 132000 um2, CTS sink count ~1100, Post-Place Cell Area ~43000 um2, vias post-DR between 15000 and 20000, Commonest flop edfxtp_1, worst-path cell chain xor2_1 -> nor3_1 -> and3_1 -> clkdlybuf4s50_1, YS chip area about 40000 um2, Avg Inst Size Synth between 20 and 25 um2, setup bufs post-CTS 0, Die Ht around 370 um, area grow syn2layout 17.1%, CP startpoint kind flop, Num CTS Buffers roughly 100, Post-Syn Instances 1673, Fin Setup TNS 0 ns, f_max about 95 MHz, worst hold-check path type flop to flop, antenna-violating nets left 0, RSZ-0062 raised after global routing false, CP max FO 40, share of cells above drive strength 1 27.6%, Unique cell types 27, largest net degree at the start of global routing approximately 96, Post-route DRC 0, Synth Seq Share between 80% and 90%, chip width 366 um, crit path time final 10.53 ns, htree depth 3, DR WL/cell approximately 25 um, worst-margin pin slew a little over 0.8 ns, Log Warnings 29, outcome completed, GRT overflow 0, Max Slew Vio Count 0, WP data arrival between 3 and 4 ns, number of cells in Yosys stat ~1700, number of enable flip-flop cells approximately 1100, placed wire-length estimate roughly 59000 um
-- routing by layer --
layer / vias to the layer above / track usage (%) / wire, um
li1: 7611 / - / -
met5: - / 0.285 / 54
met3: 102 / 14.4 / 18600
met2: 1072 / 21.6 / 42500
met4: 2 / 1.85 / 1160
met1: 9157 / 16.7 / 30600
-- cells by family after synthesis --
group                      after synthesis  synth area share (%)
xor gates and xnor gates                16                 0.352
DFF                                   1068                  80.4
AOI/OAI and AO/OA                      131                  2.08
muxes                                  257                  14.5
and+or+nand+nor                        101                  1.33
adders and majority gates                5                 0.157
buffers and inverters                   95                  1.20
-- power by group --
part | switching, mW | leakage [nW] | internal, mW
clock network | 0.426 | 1.69 | 0.628
registers | 0.0593 | 9.68 | 1.43
logic | 0.499 | 2.79 | 0.379
total | 0.984 | 14.2 | 2.44
-- final cells by class --
class | count | area (um2)
fill | 11700 | 85000
tap | 1755 | 2200
sequential | 1068 | 32000
inverter | 4 | 15.0
timing repair buffer | 157 | 1370
clock buffer | 129 | 2780
clock inverter | 61 | 669
multi-input combinational | 510 | 7600
-- synth_stat cells (all sizes together), types with 2 or more instances --
master	instances	area share (%)
and3	2	0.031
buf	53	0.80
clkbuf	38	0.36
dfrtp	12	0.75
edfxtp	1056	80
ha	5	0.16
inv	4	0.038
mux4	256	14
nand2	10	0.10
nand3	2	0.025
nand3b	6	0.11
nand4	5	0.079
nor2	36	0.34
nor3	2	0.025
nor4	32	0.50
o22ai	128	2.0
or3	2	0.031
or3b	3	0.066
xnor2	10	0.22
xor2	6	0.13
-- layout by cell type, fill, tap and decap left out, types with 3 or more instances in the layout --
master and instances:
nand2_1 8, nor4_1 32, mux4_2 256, or3b_2 3, ha_1 5, nor2_4 32, buf_4 86, o22ai_1 128
edfxtp_1 1056, clkdlybuf4s50_1 67, nand3b_1 6, nand4_1 5, bufinv_16 15, clkinv_1 26, xor2_1 6, clkbuf_1 21
clkbuf_16 108, clkinv_2 16, nor2_1 4, xnor2_1 10, inv_1 4, dfrtp_1 10
-- per-stage QoR --
stage	cells	setup WS, ns
4_1_cts	3684	26.81
3_5_place_dp	3494	27.24
5_1_grt	3684	26.72
6_report	3684	26.87
2_1_floorplan	1673	27.55
3_3_place_gp	3494	27.19
-- worst max-delay path, delay by kind of cell, from the launching register on --
family / cells / cell delay (ns)
simple gates: 2 / 0.99
buf+inv: 1 / 0.48
xor+xnor: 1 / 0.24
flops: 1 / 0.70
-- path summary, 6_finish.rpt --
path / startpoint / slack, ns / endpoint / cells past startpoint
max: rd_ptr[2]$_DFFE_PN0P_ / 26.87 / EMPTY / 4
min: rd_ptr[5]$_DFFE_PN0P_ / 0.50 / rd_ptr[5]$_DFFE_PN0P_ / 1
max reg2reg: rd_ptr[0]$_DFFE_PN0P_ / 32.76 / sram1.b_reg[0]$_DFFE_PP_ / 7
min reg2reg: rd_ptr[5]$_DFFE_PN0P_ / 0.50 / rd_ptr[5]$_DFFE_PN0P_ / 1
max in group asynchronous: RST / 29.67 / rd_ptr[2]$_DFFE_PN0P_ / 1
min in group asynchronous: RST / 7.23 / rd_ptr[3]$_DFFE_PN0P_ / 1
Power is estimated from default activity; no workload was simulated.
