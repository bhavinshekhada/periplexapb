**design.v**
```verilog
module apb_master(
input              pclk,
input              valid,      
input              ext_psel,   
input              ext_write,  
input [31:0]       ext_addr,    
input   wire       pready,     
input [31:0]       slv_prdata,
input [31:0]       slv_pwdata,  
input [1:0]        pstrobe,                             
output             psel,       
output             penable,  
output             pwrite,
output [31:0]      pwdataa, 
output [31:0]      prdata,     
output [31:0]      paddr,
output [1:0]            strobe,
output             master_ready
);
reg                r_penable=0;
reg [31:0]         r_prdata=0;
reg [31:0]          r_pwdataa;
reg [1:0]          r_ext_psel;
reg [31:0]         r_ext_addr= 0;
reg                r_ext_write;  
reg [1:0]          r_strobe;    
reg [1:0]          p_state=2'd0;
parameter          IDLE = 2'd0;
parameter          SETUP = 2'd1;
parameter          ACCESS = 2'd2;
always @(posedge pclk) begin
    case (p_state)
       IDLE :       begin               
                        r_penable <= 0;       
                        r_ext_psel <= 3'd0;
                        p_state <= valid ? SETUP : IDLE;  
                    end
      SETUP : begin
              r_penable <= 0;
              r_ext_psel <= ext_psel;
              r_ext_addr <= ext_addr;
              r_ext_write <= ext_write;   
              p_state <= ACCESS;
            end
      ACCESS : begin           
                      r_penable <= 1'b1;
                    if(r_ext_write == 1) begin   
                    r_strobe   <= pstrobe;
                    r_pwdataa <= slv_pwdata;
                    end
                    else if (r_ext_write==0)
                      begin
                        r_prdata <= slv_prdata;
                      end
                    if(pready) begin
                    p_state <= IDLE;
                    r_penable <= 1'b0;
                    end
                    else
                    p_state <=ACCESS;
                end
      default: p_state <= IDLE; 
    endcase
  end     
 assign penable = r_penable;
 assign psel = r_ext_psel;
 assign pwrite = r_ext_write;
 assign paddr = r_ext_addr;
 assign prdata = r_prdata;
 assign pwdataa= r_pwdataa;
 assign strobe = r_strobe;
 assign master_ready = pready;
endmodule
```
**run.sh**
```bash
#!/bin/bash
# OpenROAD 26Q1-2900-gdf79404cd8, Yosys 0.63+post, stock flow scripts
make -C /OpenROAD-flow-scripts/flow DESIGN_CONFIG=/design/flow/config.mk WORK_HOME=/design/flow/orfs finish
```
**config.mk**
```make
export PLATFORM = sky130hd
export DESIGN_NAME = apb_master
export DESIGN_NICKNAME = apb_master
export VERILOG_FILES = /design/flow/design.v
export SDC_FILE = /design/flow/constraint.sdc
export NUM_CORES = 4
export LEC_CHECK = 1
export CORE_UTILIZATION = 30
```
**constraint.sdc**
```tcl
current_design apb_master

set clk_period 3.8
set clk_io_pct 0.2

create_clock -name clk0 -period $clk_period [get_ports {pclk}]

set non_clock_inputs [all_inputs -no_clocks]
set_input_delay [expr $clk_period * $clk_io_pct] -clock clk0 $non_clock_inputs
set_output_delay [expr $clk_period * $clk_io_pct] -clock clk0 [all_outputs]
```
==> results.txt <==
Physical design

The flow ran to the end, and the final reports show no timing, DRC or antenna violations. The commonest register cell is edfxtp_1. The number of antenna cells inserted stands at 0. The area inside the core boundary stands at approximately 0.010 sq mm.

The area share of the largest cell type after synthesis stands at 0.966. The clock network latency to the later pin of the worst-skew pair stands at ~360 ps. For reference, the final report shows the hold violation count at 0.

The highest supply drop recorded on VDD is approximately 0.22 mV. Buffers placed on the I/O ports in this run total just over 200. By count the netlist is led by edfxtp_1, nor2_1, dfxtp_1, inv_1. The remaining antenna violation count stands at 0. STA classifies the critical path endpoint as a primary output. The final-report setup violation count stands at 0.

The chip footprint stands at 0.0109 sq mm. Post-synthesis, Yosys gives the total cell area as about 0.0031 sq mm. The post-placement cell area stands at 0.00538 sq mm. The total overflow reported by the global router stands at 0. The aggregate global-route resource usage stands at 0.139.

The total via count after detailed routing stands at 1841. For this run, the top clock speed supported by timing is about 0.4 GHz. The post-route setup TNS stands at 0 ps. The maximum level of the CTS H-tree stands at 3.

The largest total area in the synthesized netlist belongs to edfxtp_1. The relative max-transition margin stands at 0.713. The worst endpoint required time stands at about 3000 ps.

The post-synthesis average cell area stands at ~27 sq um. According to the timing report, the arrival time at the worst endpoint equals roughly 1800 ps. For this run, the detailed router's first-pass iteration total came to 2. Per the timing report, the biggest fanout along the worst path comes to 3. Among the stages of the critical path, the cell type that occurs most often is clkdlybuf4s50_1. The proportion of register bits with asynchronous set or reset after synthesis stands at 0. The report lists the number of cells resized after CTS as 0. On the critical path the largest part of the delay comes from buffers and inverters. The CTS sink count stands at approximately 100. The slowest stage of the critical path belongs to the cell clkdlybuf4s50_1. For this run, the share of the core covered by cells in the final layout is 0.558. edfxtp_1 is the most common cell in the netlist. The number of warnings the tools reported stands at 25. The ratio of cells with drive above 1 in the final layout stands at 0.0623. In this run, synthesis produced a sequential element count of between 100 and 150. The routed wire length stands at 6.95 mm.

The clock passes through at most 2 buffers. Excluding fillers, the count of instances in the completed layout stands at ~470. Including well taps, the total number of placed cells is roughly 450. In the final run the clock tree shows a worst skew of between 10 and 15 ps. The synthesized netlist occupies a cell area of 0.00314 sq mm. Looking at the clock tree report, the root buffer type is clkbuf_8. The instance count of the mapped netlist stands at 115.

Per STA, the worst path is made up of clkdlybuf4s50_1 > clkdlybuf4s50_1. Dividing the final minimum period by the clock period gives 0.660. The number of global-route vias before repair was roughly 1900. The detailed-route wire length per cell stands at 14.8 microns.

The number of different library cells used by synthesis comes to 11. Relative to the synthesized area, the layout overhead comes to 77.0%. For this run, design rule violations remaining after detail routing come to 0. CTS added clock buffers totalling 9. The number of antenna violations at the first check in global routing stands at 0.

The ratio of routed vias to standard cells stands at 3.92. Setup repair after global routing left no endpoint under its margin. After the first detailed-routing iteration, the DRC count stood at 48.

Ranked by total cell area, the synthesized netlist is headed by edfxtp_1, dfxtp_1, nor2_1. The number of cells in Yosys stat stands at ~120. The largest single stage delay on the critical path is 510 ps. The number of maximum-capacitance constraint violations stands at 0. Summing all non-filler instances in the final layout gives an area of around 0.0056 sq mm. From bottom edge to top edge, the die measures roughly 100 microns. Counting the warning lines in the Yosys log gives 1. The final period demand of the worst path stands at between 2000 and 3000 ps. The floorplan has 36 rows. The transition time at the pin with the least slew margin stands at 431 ps.

The floorplan report gives the top-level pin count as 205. The die is between 100 and 150 microns wide. The power per cell area stands at ~500 mW/mm^2.

Counting both buffers and inverters, the worst setup path holds a total of 2. The cell leakage power stands at 1.89 nW. The first global-routing pass estimated between 10 and 15 mm of wire. TritonCTS built the clock tree. The most critical min-delay path falls under reg2reg.

The pin count of the biggest net entering global routing stands at 35. The post-synth count of flops with an enable pin is 101. In the placement report, post-DP HPWL is listed as around 5.4 mm. In the setup report, the worst path falls into the class in2out. In the final report, the number of pins over their slew limit comes to 0. The number of buffers added to fix hold violations after cts stands at 0. At the floorplan stage, the core utilization is reported as 0.315. The worst setup path is launched from a primary input. Per Yosys stat, the portion of area used by sequential elements is 0.979.

The placement summary gives the final routability congestion estimate as 0.812. Once the clock tree was built, the setup fixing pass inserted 0 buffers. The clock-pin slew on the worst setup and hold paths stands at ~90 ps.
final timing paths:
kind | start | to | slack (ps) | cells after the start
worst min register to register | p_state[0]$_DFF_P_ | p_state[0]$_DFF_P_ | 470 | 1
worst max-delay path | pready | master_ready | 1290 | 2
worst min-delay path | p_state[0]$_DFF_P_ | p_state[0]$_DFF_P_ | 470 | 1
worst max register to register | p_state[1]$_DFF_P_ | r_pwdataa[1]$_DFFE_PP_ | 2300 | 3
registers in the layout (all words and copies together) (netlist names):
| register | count |
|---|---|
| p_state | 2 |
| r_ext_addr | 32 |
| r_ext_psel | 1 |
| r_ext_write | 1 |
| r_penable | 1 |
| r_prdata | 32 |
| r_pwdataa | 32 |
| r_strobe | 2 |
metrics by stage:
step           worst slack, ps  hold slack [ps]  power [W]
2_1_floorplan             1440              426    0.00164
3_3_place_gp              1310              454    0.00217
3_5_place_dp              1300              461    0.00217
4_1_cts                   1290              474    0.00280
5_1_grt                   1270              507    0.00289
6_report                  1290              469    0.00275
kinds of logic (layout without fill, tap and decap cells):
| group | after synthesis | after routing | synth area share |
|---|---|---|---|
| AOI/OAI and AO/OA | 1 | 1 | 0.00239 |
| DFF | 103 | 103 | 0.979 |
| and+or+nand+nor | 8 | 8 | 0.0140 |
| buffers and inverters | 3 | 225 | 0.00478 |
cell usage in the layout (no fill, tap or decap), drive strengths merged, types with 2 or more instances in the layout:
cell | synthesis | final
clkdlybuf4s50 | 0 | 204
edfxtp | 101 | 101
clkbuf | 0 | 10
inv | 2 | 5
buf | 1 | 3
clkinv | 0 | 3
nor2 | 3 | 3
dfxtp | 2 | 2
cell type report:
type	instances	area, sq um
clock buffers	10	128
clock inverters	6	51.3
flip-flops and latches	103	3070
repair buffers	207	2060
fillers	781	4400
inverters	2	7.51
multi-input cells	9	66.3
well taps	133	166
power breakdown:
part	switching (W)	total, W	internal, W
Combinational	0.000173	0.000567	0.000395
Clock	0.000375	0.000624	0.000249
Sequential	0.0000527	0.00156	0.00151
Total	0.000600	0.00275	0.00215
routing by layer:
layer  GRT usage  wire length, microns  up-vias  share of wire
li1            -                     -      886              -
met1       0.200                  2560      823           0.37
met2       0.214                  3400      120           0.49
met3      0.0600                   832       12           0.12
met4      0.0276                   155        0          0.022
met5           0                     0        -              0
Power and IR drop assume default switching activity.
